==> design/flow/design.v <==
`timescale 1ns / 1ns
module divu_1iter (
    input      [31:0] remainder_in,
    input      [31:0] dividend_in,
    input      [31:0] quotient_in,
    input      [31:0] divisor,
    output     [31:0] remainder_out,
    output     [31:0] dividend_out,
    output     [31:0] quotient_out
);
    wire [31:0] next_remainder_shifted;
    assign next_remainder_shifted = (remainder_in << 1) | ((dividend_in >> 31) & 32'd1);
    wire comparison_result;
    assign comparison_result = (next_remainder_shifted >= divisor);
    assign quotient_out = (quotient_in << 1) | {31'b0, comparison_result};
    wire [31:0] divisor_neg = ~divisor + 32'd1;
    assign remainder_out = comparison_result ? (next_remainder_shifted + divisor_neg) : next_remainder_shifted;
    assign dividend_out = dividend_in << 1;
endmodule
`timescale 1ns / 1ns
module divider_unsigned (
    input  [31:0] dividend,
    input  [31:0] divisor,
    output [31:0] quotient,
    output [31:0] remainder
);
    wire [31:0] stage_remainder [32:0];
    wire [31:0] stage_dividend  [32:0];
    wire [31:0] stage_quotient  [32:0];
    assign stage_remainder[0] = 32'b0;
    assign stage_quotient[0]  = 32'b0;
    assign stage_dividend[0]  = dividend; 
    genvar i;
    generate
        for (i = 0; i < 32; i = i + 1) begin : div_stage_gen
            divu_1iter iter_inst (
                .remainder_in(stage_remainder[i]),
                .dividend_in (stage_dividend[i]),
                .quotient_in (stage_quotient[i]),
                .divisor     (divisor), 
                .remainder_out(stage_remainder[i+1]),
                .dividend_out (stage_dividend[i+1]),
                .quotient_out (stage_quotient[i+1])
            );
        end
    endgenerate
    assign quotient  = stage_quotient[32];
    assign remainder = stage_remainder[32];
endmodule
==> design/flow/run.sh <==
#!/bin/bash
# OpenROAD 26Q1-2900-gdf79404cd8, Yosys 0.63+post, stock flow scripts
make -C /OpenROAD-flow-scripts/flow DESIGN_CONFIG=/design/flow/config.mk WORK_HOME=/design/flow/orfs finish
==> design/flow/config.mk <==
export PLATFORM = sky130hd
export DESIGN_NAME = divider_unsigned
export DESIGN_NICKNAME = divider_unsigned
export VERILOG_FILES = /design/flow/design.v
export SDC_FILE = /design/flow/constraint.sdc
export NUM_CORES = 4
export LEC_CHECK = 1
export CORE_UTILIZATION = 30
==> design/flow/constraint.sdc <==
current_design divider_unsigned

set clk_period 173.7
set clk_io_pct 0.2

create_clock -name clk0 -period $clk_period

set non_clock_inputs [all_inputs -no_clocks]
set_input_delay [expr $clk_period * $clk_io_pct] -clock clk0 $non_clock_inputs
set_output_delay [expr $clk_period * $clk_io_pct] -clock clk0 [all_outputs]
==> impl_metrics.tcl <==
# collected from the flow reports
set metrics [dict create \
    crit_slowest_cell "a2111oi_0" \
    combGateArea_mm2 0.0753 \
    outcome "finished, final reports clean" \
    worstSetupPathType "input port to output pin" \
    hold_viol 0 \
    grt_pass1_wl_um 532000 \
    fillCellCount 27400 \
    ys_seq_share_pct 0 \
    setup_violations 0 \
    crit_path_max_fanout 41 \
    final_layout_top_logic_cells "1920 x ha_1, 1036 x nand2_1, 948 x a21oi_1, 908 x nor2_1, 663 x o21ai_0" \
    core_mm2 0.257 \
    synth_area_mm2 0.0774 \
    fin_ws_ns 4.60 \
    endpoint_kind "output pin" \
    syn_to_final_growth_pct 10.6 \
    fp_util_pct 30.2 \
    cpMostUsedCell "a21o_1" \
    netlist_top_cells_area "ha_1 31%, a21oi_1 6.2%, xnor2_1 6.1%" \
    cpPeakStageDelay_ns 0.78 \
    whs_path_depth 4 \
    max_freq_ghz 0.00591 \
    slew_viol_final 0 \
    routed_wl_um 365000 \
    power.switching_uw 219 \
    antenna_found_initial 29 \
    ant_nets 0 \
    syn_avg_cell_area_um2 7.14 \
    yosysChipArea_mm2 0.0774 \
    relSlewSlack_pct 20.9 \
    clock_buffers 0 \
    gp_congestion 1.06 \
    layout_top_cell "ha_1" \
    p_total_uw 387 \
    vias_per_cell 5.93 \
    rows 186 \
    yosysWarnings 1 \
    flops 0 \
    ys_cells 10800 \
    holdPathEnd "remainder[0]" \
    portBuffers 128 \
    seq_area_um2 0 \
    drive_gt1_share_pct 7.46 \
    startpoint_type "input port" \
    switching_share_pct 56.7 \
    fin_crit_sh_pct 97.4 \
    wl_per_cell_um 25.3 \
    fin_crit_ns 169.10 \
    grt_max_degree 49 \
    p_int_uw 168 \
    worst_pin_slew_ns 1.17 \
    arrival_ns 134.36 \
    synth_top_area_share_pct 31.0 \
    num_io_pins 128 \
    grt_overflow 0 \
    syn_inst 10800 \
    dr.pass1.iters 8 \
    dieArea_mm2 0.260 \
    die_w_um 510 \
    maxCapViolations 0 \
    pre_cts_slack_ns -1.88 \
    synth.distinct_cells 96 \
    power_density_mw_per_mm2 4.52 \
    grt_usage_pct 27.7 \
    vias 85800 \
    drtIter0Drc 7924 \
    p_leak_uw 0.0432 \
    dp_hpwl_um 297000 \
    top_area_cell "ha_1" \
    hp-class "input port to output pin" \
    grt_pass1_vias 79100 \
    hp-start "dividend[0]" \
    drcViolationCount 0 \
    crit_required_ns 138.96 \
    warnings 64 \
    ir_worst_vdd_mv 0.0155 \
    fp.dieH_um 510 \
]
## synth_stat cells (27+ instances only)
cell type and number:
a2111oi_0 51, a211o_1 54, a211oi_1 132, a21boi_0 51
a21o_1 620, a21oi_1 962, a221o_1 30, a221oi_1 31
a31o_2 36, a31oi_1 141, and2_1 75, and3_1 100
buf_1 53, buf_4 35, clkbuf_1 174, fa_1 31
ha_1 1921, inv_1 481, mux2_2 119, mux2i_1 54
nand2_1 1038, nand2b_1 151, nand3_1 220, nand4_1 162
nor2_1 926, nor2b_1 109, nor3_1 290, nor4_1 45
o2111ai_1 39, o211ai_1 104, o21a_1 199, o21ai_0 679
o21bai_1 135, o22ai_1 28, o311ai_0 27, o31a_1 28
o31ai_1 105, o41ai_1 28, or2_2 48, or3_1 103
xnor2_1 541, xor2_1 278
## what timing repair did
action / in CTS / in global routing
hold buffers: 0 / 0
buffers inserted: 1 / 17
gates resized: 19 / 177
setup endpoints to repair: 33 / 34
pin swaps: 1 / 5
## worst max-delay path by stage
| stage | startpoint | to | slack [ns] |
|---|---|---|---|
| 4_1_cts | divisor[1] | remainder[31] | 0.14 |
| 5_1_grt | divisor[1] | remainder[30] | -0.009 |
| 6_report | divisor[1] | remainder[26] | 4.60 |
## per-layer routing
metal / up-vias / global-route usage (%) / wire length [um]
met5: - / 0 / 180
li1: 41400 / - / -
met2: 3609 / 41.4 / 151000
met3: 665 / 4.83 / 33800
met4: 30 / 9.82 / 16200
met1: 40100 / 39.8 / 164000
## area by class of cell
type / instances / share of cell area [%]
multi-input cells: 10100 / 87.9
well taps: 3384 / 4.94
repair buffers: 500 / 4.90
inverters: 494 / 2.20
diodes: 9 / 0.0263
## power groups by stage
stage	Sequential (uW)	Combinational, uW	Clock (uW)
after global routing	0	426	0
after CTS	0	381	0
## cells by family after synthesis
kind of cell / after synthesis / synth area share [%]
AND-OR/OR-AND: 3746 / 31.9
AND/OR/NAND/NOR: 3382 / 20.5
adder cells (fa/ha/maj): 1952 / 31.9
XOR/XNOR: 825 / 9.41
buffers and inverters: 764 / 3.89
multiplexers: 173 / 2.43
## metrics by stage
step                cell area, um^2  std cells  hold slack, ns  utilization [%]   TNS, ns
floorplan                     77400      10800           69.56                -         0
global placement              84800      14400           70.49             33.0    -55.17
detailed placement            84800      14400           70.49             33.0    -38.81
CTS                           84900      14400           70.49             33.1         0
global route                  85600      14500           70.56             33.4  -0.00948
finish                        85600      14500           70.49             33.4         0
## critical path, delay by kind of cell
family | cells | cell delay (ns)
AND-OR/OR-AND | 229 | 54.67
XOR/XNOR | 13 | 2.49
multiplexers | 2 | 0.61
buffers and inverters | 58 | 13.30
adder cells (fa/ha/maj) | 32 | 9.80
AND/OR/NAND/NOR | 84 | 18.26
Power and IR drop assume default switching activity.
